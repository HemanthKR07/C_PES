`design.v`:
```
module ALU (
    input [7:0] A,
    input [7:0] B,
    input [1:0] opcode,
    output reg [7:0] result
);
    always @(*) begin
        case (opcode)
            2'b00: result = A & B;   
            2'b01: result = A | B;   
            2'b10: result = ~(A & B);  
            2'b11: result = ~(A | B);  
            default: result = 8'b00000000;
        endcase
    end
endmodule
module RegisterFile (
    input clk,
    input [2:0] read_reg1,
    input [2:0] read_reg2,
    input [2:0] write_reg,
    input [7:0] write_data,
    input reg_write,
    output [7:0] read_data1,
    output [7:0] read_data2
);
    reg [7:0] registers [7:0];
    assign read_data1 = registers[read_reg1];
    assign read_data2 = registers[read_reg2];
    always @(posedge clk) begin
        if (reg_write) begin
            registers[write_reg] <= write_data;
        end
    end
endmodule
module ALU_RegFile (
    input clk,
    input [2:0] read_reg1,
    input [2:0] read_reg2,
    input [2:0] write_reg,
    input [1:0] opcode,
    input reg_write,
    output [7:0] result
);
    wire [7:0] read_data1;
    wire [7:0] read_data2;
    wire [7:0] alu_result;
    RegisterFile rf (
        .clk(clk),
        .read_reg1(read_reg1),
        .read_reg2(read_reg2),
        .write_reg(write_reg),
        .write_data(alu_result),
        .reg_write(reg_write),
        .read_data1(read_data1),
        .read_data2(read_data2)
    );
    ALU alu (
        .A(read_data1),
        .B(read_data2),
        .opcode(opcode),
        .result(alu_result)
    );
    assign result = alu_result;
endmodule
```
`run.sh`:
```
#!/bin/bash
# OpenROAD 26Q1-2900-gdf79404cd8, Yosys 0.63+post, stock flow scripts
make -C /OpenROAD-flow-scripts/flow DESIGN_CONFIG=/design/flow/config.mk WORK_HOME=/design/flow/orfs finish
```
`config.mk`:
```
export PLATFORM = sky130hd
export DESIGN_NAME = ALU_RegFile
export DESIGN_NICKNAME = ALU_RegFile
export VERILOG_FILES = /design/flow/design.v
export SDC_FILE = /design/flow/constraint.sdc
export NUM_CORES = 4
export LEC_CHECK = 1
export CORE_UTILIZATION = 40
```
`constraint.sdc`:
```
current_design ALU_RegFile

set clk_period 3.6
set clk_io_pct 0.2

create_clock -name clk0 -period $clk_period [get_ports {clk}]

set non_clock_inputs [all_inputs -no_clocks]
set_input_delay [expr $clk_period * $clk_io_pct] -clock clk0 $non_clock_inputs
set_output_delay [expr $clk_period * $clk_io_pct] -clock clk0 [all_outputs]
```
==> results.ini <==
[run_status]
status=finished, final reports clean

[setup_path]
required_arrival_time_at_the_worst_endpoint_ns=2.88
worst-setup-path-type=primary input to output port
worst_ep_arrival_time_ns=2.80
crit_path_end_kind=output port
worst-path-max-fanout=7
timing.critical_path.from_type=primary input

[synth]
yosysCellCount=153
netlist_instances=153
synthFlopType=sky130_fd_sc_hd__edfxtp_1
yosys_register_bits=64
synthesis.yosys.warnings=2
edf_count=64
synth-area-yosys_mm2=0.00327
syn-mean-instance-area_um2=21.4
netlist-cell-type-count=15
yosysSeqAreaShare=0.588
async_reset_ff_frac=0
mappedNetlistArea_mm2=0.00327

[floorplan]
core-area_mm2=0.00781
die-area_mm2=0.00854
chipHeight_um=92.4
io_pins=21
fp_util=0.419
horizontal_extent_of_the_die_um=92.4
placementRows=32

[route]
initialDrtViolationCount=67
drt.antenna.violating_nets=0
post_detailed_routing_wire_length_um=6900
routedWlPerCell_um=21.2
avgViaCountPerCell=5.41
antenna_cells=0
route.detailed.drc=0
vias=1758
drt_pass1_iterations=6

[power]
comb_power_share=0.186
p_switching_uw=353
cellPowerDensity_mw_per_mm2=402
power.total_uw=1650
power.ir.vdd_worst_uv=189
cellInternalPower_uw=1290
share_clk_of_total_power=0.278
power_switching_share=0.215
total_leakage_power_uw=0.00147
seqPwrFrac=0.535

[finish]
largest_reg_flops=64
drive_gt1_frac=0.484
layout.filler_cells=607
registers.top_by_ff_count=rf.registers
final_cell_count_no_fill=325
flow.area_growth_from_synthesis_pct=25.4
reg_top3=rf.registers x64

[grt]
grt_remaining_overflow=0
grt.total_usage=0.191
grt_pass1_vias=2113
grt_first_pass_wirelength_um=10800
grt_antenna_before_repair=0
largest_net_degree_at_the_start_of_global_routing=10

[final_timing]
hold_violations=0
max_slew_headroom=0.842
final-max-slew-violation-count=0
fin_crit_ns=3.52
finalClockSkew_ns=0.00433
fin_ws_ns=0.0772
finalSetupViolCount=0
post-route-period-util=0.979
fmax_mhz=284
hold_ws_ns=1.28
worst-slew-pin-transition_ns=0.237
grt_setup_unrepaired=no

[clock_network]
htree_num_levels=3
clk_pin_slew_worst_paths_ns=0.06
cts_tree=yes
tritoncts.num_buffers=9
clock_tree.root_cell=sky130_fd_sc_hd__clkbuf_8
clk_path_buf_depth=2
numClockSinks=64
clock_latency_ns=0.32

[run]
timing.max_cap.violations=0
warnings=25

[placement]
gp_congestion=0.745
port_buffers=20
dpl_worst_slack_ns=-0.563
placedCellCount=291
detailedPlacementHpwl_um=4310

[min_path]
min_delay_worst_type=flip-flop to flip-flop

-- worst paths after layout --
kind,slack (ns),cells after the start,startpoint,to
hold reg to reg,1.28,5,rf.registers[7][7]$_DFFE_PP_,rf.registers[2][7]$_DFFE_PP_
setup reg to reg,1.29,6,rf.registers[5][3]$_DFFE_PP_,rf.registers[2][3]$_DFFE_PP_
hold / removal,1.28,5,rf.registers[7][7]$_DFFE_PP_,rf.registers[2][7]$_DFFE_PP_
setup / recovery,0.08,7,read_reg2[1],result[3]
-- power by group through the flow --
| stage | clock network [µW] | logic, µW | registers [µW] |
|---|---|---|---|
| finish | 459 | 307 | 881 |
| global route | 501 | 331 | 883 |
| CTS | 470 | 292 | 881 |
-- per-stage QoR --
step | utilization | area (µm²) | setup TNS [ns]
finish | 0.525 | 4100 | 0
global route | 0.525 | 4100 | 0
global placement | 0.475 | 3710 | -3.70
CTS | 0.515 | 4020 | 0
floorplan | - | 3270 | 0
detailed placement | 0.475 | 3710 | -4.01
-- cells in the mapped netlist, types with 3 or more instances --
master	n	share of area
sky130_fd_sc_hd__edfxtp_1	64	0.59
sky130_fd_sc_hd__mux4_1	18	0.14
sky130_fd_sc_hd__mux2_2	16	0.055
sky130_fd_sc_hd__maj3_2	8	0.028
sky130_fd_sc_hd__mux4_2	8	0.055
sky130_fd_sc_hd__xor2_1	8	0.021
sky130_fd_sc_hd__mux4_4	6	0.046
sky130_fd_sc_hd__nor2_1	6	0.0069
sky130_fd_sc_hd__clkbuf_8	5	0.021
sky130_fd_sc_hd__buf_4	3	0.0069
sky130_fd_sc_hd__buf_6	3	0.010
sky130_fd_sc_hd__nand2b_1	3	0.0057
-- cell usage in the layout (no fill, tap or decap), drive strengths merged --
cell type,n
clkinv,3
dlygate4sd2,1
nand2b,3
maj3,8
buf,49
edfxtp,64
mux4,32
nand2,2
clkbuf,12
clkdlybuf4s50,12
mux2,16
dlymetal6s2s,3
nor2,6
clkdlybuf4s15,1
xor2,8
nor3,2
bufbuf,1
-- worst max-delay path, stage by stage --
cell,delay (ns)
sky130_fd_sc_hd__buf_6,0.09
sky130_fd_sc_hd__buf_12,0.12
sky130_fd_sc_hd__mux4_4,0.62
sky130_fd_sc_hd__mux2_2,0.29
sky130_fd_sc_hd__maj3_2,0.33
sky130_fd_sc_hd__xor2_2,0.15
sky130_fd_sc_hd__clkdlybuf4s50_1,0.48
-- cell families (layout without fill, tap and decap cells) --
family | Yosys count | count (layout) | synth area share
muxes | 48 | 48 | 0.301
buffers and inverters | 12 | 82 | 0.0444
adders and majority gates | 8 | 8 | 0.0276
and+or+nand+nor | 13 | 13 | 0.0180
xor gates and xnor gates | 8 | 8 | 0.0214
DFF | 64 | 64 | 0.588
-- metal layers --
layer | part of all wire | routed length [µm] | GRT usage
met1 | 0.33 | 2290 | 0.219
met2 | 0.51 | 3550 | 0.302
met3 | 0.13 | 864 | 0.128
met4 | 0.028 | 195 | 0.0508
met5 | 0 | 0 | 0
-- repair_timing --
action	4_1_cts	5_1_grt
pin swaps	1	2
hold buffers	0	0
buffers inserted	12	6
gates cloned	2	0
gates resized	25	18
setup endpoints to repair	8	7
-- cell type report --
type	count	area, µm²	area share
flip-flops and latches	64	1920	0.469
multi-input cells	77	1220	0.299
repair buffers	68	682	0.166
clock buffers	11	131	0.0321
well taps	102	128	0.0311
clock inverters	3	11.3	0.00275
Power and IR drop assume default switching activity.

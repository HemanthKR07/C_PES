[flow/design.v]
module serial_adder (
    input clk,
    input reset,
    input start,
    input [15:0] A,
    input [15:0] B,
    output reg [15:0] sum,
    output reg done
);
    reg [15:0] A_reg, B_reg;
    reg [3:0] count;
    reg carry;
    always @(posedge clk or posedge reset) begin
        if (reset) begin
            sum <= 16'b0;
            done <= 1'b0;
            A_reg <= 16'b0;
            B_reg <= 16'b0;
            count <= 4'b0;
            carry <= 1'b0;
        end else if (start) begin
            if (count == 4'b0) begin
                A_reg <= A;
                B_reg <= B;
                sum <= 16'b0;
                carry <= 1'b0;
                count <= 4'b1111;
                done <= 1'b0;
            end else begin
                {carry, sum[count]} <= A_reg[count] + B_reg[count] + carry;
                count <= count - 1;
                if (count == 4'b0) begin
                    done <= 1'b1;
                end
            end
        end
    end
endmodule
[flow/run.sh]
#!/bin/bash
# OpenROAD 26Q1-2900-gdf79404cd8, Yosys 0.63+post, stock flow scripts
make -C /OpenROAD-flow-scripts/flow DESIGN_CONFIG=/design/flow/config.mk WORK_HOME=/design/flow/orfs finish
[flow/config.mk]
export PLATFORM = sky130hd
export DESIGN_NAME = serial_adder
export DESIGN_NICKNAME = serial_adder
export VERILOG_FILES = /design/flow/design.v
export SDC_FILE = /design/flow/constraint.sdc
export NUM_CORES = 4
export LEC_CHECK = 1
export CORE_UTILIZATION = 50
export SYNTH_HDL_FRONTEND = slang
[flow/constraint.sdc]
current_design serial_adder

set clk_period 5.6
set clk_io_pct 0.2

create_clock -name clk0 -period $clk_period [get_ports {clk}]

set non_clock_inputs [all_inputs -no_clocks]
set_input_delay [expr $clk_period * $clk_io_pct] -clock clk0 $non_clock_inputs
set_output_delay [expr $clk_period * $clk_io_pct] -clock clk0 [all_outputs]
==> notes.md <==
flow finished, numbers: outcome=complete, no violations, Simple-Gate Area Share=0.07597, CP Data Required Time=5.81 ns, detailed router's first-iteration violation count=103, post-route clock period utilization=0.5713, R2R setup slack=2.40 ns, EDFF count, synth=0, Final Skew=0.004901 ns, Routed Antenna Nets=0, critical path's largest stage delay=0.79 ns, Synth Area in XOR/XNOR=0.003476, total core area=0.004786 mm^2, crit-path max FO=14, die area=0.005328 mm^2, Cell Area, Synth=0.002520 mm^2, Overall Global Routing Usage=0.1951, CTS root buf=clkbuf_8, actual slew at the worst max-slew pin=0.7428 ns, DR pass1 iterations=4, Slew headroom=0.5033, most numerous logic cells after layout=dfrtp_1, clkdlybuf4s50_1, mux2_2, Fin. Hold Viols=0, pins over their slew limit=0, CP cell instances=mux4_1, a22oi_1, and3_1, fa_1, o32a_1, o2bb2ai_1, Yosys warnings=0, f_max=0.3126 GHz, Avg Vias per Cell=5.436, Antenna diodes=0, Mapped Cells=193, Complex Gates by Area=0.07398, postcts setup bufs=0, Layout Utilization=0.6622, CP Data Arrival Time=3.41 ns, Logic family by area=multiplexers, synthesized area per cell=13.06 um^2, setup_tns=0 ns, Yosys chip area=0.002520 mm^2, GRT Residual Overflow=0, Synth async-reset ratio=1.000, Die Wd=72.99 um, DRC violations left=0, Seq share, synth=0.5263, # fillers=365, hold_buf cts=0, P per Cell Area=498.5 mW/mm^2, Rows=25, Distinct cells, synth=38, Lkg Pwr=1.440 nW, ys cells=193, count of cells resized by post-cts repair=0, global-route wire length before repair=7693 um, dominant logic cell type in the layout=dfrtp_1, largest net degree at the start of global routing=54, clk buf depth=2, Num CTS Buffers=5, startpoint type of the worst setup path=flop, clk sink count=53, layout cell share with drive strength beyond 1=0.1917, DR WL/cell=14.24 um, P&R area growth vs syn=25.77%, drt total wl=4371 um, CP Capture Type=flop, Finish-stage setup viols=0, Max Cap Viol=0, initial antenna violation count=0, DP HPWL=3066 um, Tool Warnings=30, Synth Register Bits=53, Synth Flop Type=dfrtp_1, Synth Area in Adders=0.03277, routability cong.=0.8084, Floorplan Utilization=0.5265, num ports=52, vias in the first global route=1686, clk latency of the worst-skew pair=0.30 ns, # H-tree levels=2, via count=1669, MUX share of area=0.2473, die y size=72.99 um, unrepaired setup endpoints after global routing=no, CP max stage cell=dfrtp_1, Peak VDD IR=0.0002777 V, clock transition at the registers of the reported paths=0.09 ns, WS Path Type=flop to flop, IO buf count=50, CTS tree=yes, min Tclk post-route=3.199 ns, HP Class=flop to flop
## area by class of cell
class	count	area (um^2)	share of cell area
clock buffers	7	86.33	0.02724
clock inverters	1	30.03	0.009475
flip-flops and latches	53	1326	0.4185
inverters	7	26.28	0.008291
repair buffers	52	515.5	0.1627
multi-input cells	120	1101	0.3474
well taps	67	83.83	0.02645
## final timing paths
check,depth (start not counted),end,from
setup / recovery,6,sum[2]$_DFFE_PP0P_,count[0]$_DFFE_PP0P_
hold / removal,1,sum[0]$_DFFE_PP0P_,sum[0]$_DFFE_PP0P_
setup reg to reg,6,sum[2]$_DFFE_PP0P_,count[0]$_DFFE_PP0P_
hold reg to reg,1,sum[0]$_DFFE_PP0P_,sum[0]$_DFFE_PP0P_
max in group asynchronous,3,count[2]$_DFFE_PP0P_,reset
min in group asynchronous,3,B_reg[7]$_DFFE_PP0P_,reset
## per-layer routing
metal | vias up | share of wire | track usage
li1 | 799 | - | -
met1 | 820 | 0.47 | 0.3036
met2 | 45 | 0.49 | 0.3148
met3 | 5 | 0.039 | 0.03501
met4 | 0 | 0.0092 | 0.02614
met5 | - | 0 | 0
## where the power goes
group	switching [W]	internal (W)	total [W]
combinational	0.000274	0.000375	0.000649
sequential	0.000128	0.000542	0.000670
clock	0.000115	0.000146	0.000261
total	0.000517	0.00106	0.00158
## worst max-delay path, delay by kind of cell, from the launching register on
family | cells | cell delay (ns)
AOI/OAI and AO/OA | 3 | 0.81
DFF | 1 | 0.79
muxes | 1 | 0.68
adders and majority gates | 1 | 0.62
and+or+nand+nor | 1 | 0.21
## cell families (layout without fill, tap and decap cells)
| family | after synthesis | count (layout) |
|---|---|---|
| other cells | 1 | 1 |
| mux | 46 | 46 |
| fa+ha+maj | 6 | 6 |
| flops | 53 | 53 |
| compound gates | 26 | 26 |
| xor+xnor | 1 | 1 |
| simple gates | 40 | 40 |
| buf+inv | 20 | 67 |
## per-stage QoR
stage | setup WS [ns] | total power, W | hold slack (ns) | instance area [um^2] | cells
after floorplan | 3.150 | 0.001113 | 0.4257 | 2520 | 193
after detailed placement | 2.180 | 0.001330 | 0.4707 | 3053 | 299
after CTS | 2.388 | 0.001590 | 0.4965 | 3169 | 307
after global routing | 2.256 | 0.001698 | 0.5208 | 3169 | 307
final | 2.401 | 0.001580 | 0.4899 | 3169 | 307
after global placement | 2.303 | 0.001302 | 0.4691 | 3053 | 299
## cells in the mapped netlist, types with 2 or more instances
cell type / number / area share
dfrtp_1: 53 / 0.53
mux2_2: 32 / 0.14
nand2_1: 16 / 0.024
buf_2: 9 / 0.018
nand3_1: 8 / 0.016
inv_1: 7 / 0.010
mux2i_1: 6 / 0.024
mux4_1: 6 / 0.063
nor2_1: 6 / 0.0089
o21ai_0: 6 / 0.012
ha_1: 5 / 0.025
and3_1: 3 / 0.0074
o32ai_1: 3 / 0.010
o41ai_1: 3 / 0.010
a21oi_1: 2 / 0.0040
a22oi_1: 2 / 0.0060
mux4_2: 2 / 0.018
nor2b_1: 2 / 0.0050
o211ai_1: 2 / 0.0060
o2bb2ai_1: 2 / 0.0070
Power is estimated from default activity; no workload was simulated.

===== flow/design.v =====
module alu (input wire [1:0] op, input wire [15:0] i0, i1,
    output reg [15:0] o, output wire cout);
      wire [15:0] add_result;
      wire [15:0] sub_result;
      wire [15:0] and_result;
      wire [15:0] or_result;
      reg carry_out;
      reg overflow;
  assign add_result = i0 + i1;
  assign sub_result = i0 - i1;
  assign and_result = i0 & i1;
  assign or_result = i0 | i1;
  always @*
    case (op)
      2'b00: begin
        o = add_result;
        carry_out = add_result[15];
        overflow = (i0[15] == i1[15] && o[15] != i0[15]);
      end
      2'b01: begin
        o = sub_result;
        carry_out = sub_result[15];
        overflow = (i0[15] != i1[15] && o[15] != i0[15]);
      end
      2'b10: begin
        o = and_result;
        carry_out = 1'b0;
        overflow = 1'b0;
      end
      2'b11: begin
        o = or_result;
        carry_out = 1'b0;
        overflow = 1'b0;
      end
    endcase
  assign cout = carry_out;
endmodule

===== flow/run.sh =====
#!/bin/bash
# OpenROAD 26Q1-2900-gdf79404cd8, Yosys 0.63+post, stock flow scripts
make -C /OpenROAD-flow-scripts/flow DESIGN_CONFIG=/design/flow/config.mk WORK_HOME=/design/flow/orfs finish

===== flow/config.mk =====
export PLATFORM = sky130hd
export DESIGN_NAME = alu
export DESIGN_NICKNAME = alu
export VERILOG_FILES = /design/flow/design.v
export SDC_FILE = /design/flow/constraint.sdc
export NUM_CORES = 4
export LEC_CHECK = 1
export CORE_UTILIZATION = 30

===== flow/constraint.sdc =====
current_design alu

set clk_period 10.7
set clk_io_pct 0.2

create_clock -name clk0 -period $clk_period

set non_clock_inputs [all_inputs -no_clocks]
set_input_delay [expr $clk_period * $clk_io_pct] -clock clk0 $non_clock_inputs
set_output_delay [expr $clk_period * $clk_io_pct] -clock clk0 [all_outputs]

==> Table 3: Implementation characteristics <==
Physical implementation characteristics

Parameter                              Value

Outcome
  Status .................. complete, no violations

Final timing
  Worst slack on hold paths .................. roughly 5500 ps
  Clock period minus final worst setup slack .................. approximately 7400 ps
  Total of endpoints with negative setup slack in the final report .................. 0
  Worst slew margin relative to its limit .................. 0.653
  RSZ-0062 raised after global routing .................. false
  Fmax .................. 0.136 GHz
  Endpoints failing hold .................. 0
  Least-Margin Pin Slew .................. about 520 ps
  Count of final max-slew check failures .................. 0
  Post-layout period usage .................. 0.689
  Post-route setup TNS .................. 0 ps

Worst setup path
  Worst endpoint data arrival time .................. 5230 ps
  Largest fanout on the critical path .................. 10
  Critical path buffers and inverters .................. 3
  Crit-path slowest cell .................. sky130_fd_sc_hd__clkdlybuf4s50_1
  Kind of capture point of the worst setup path .................. output port
  Most frequent cell on the critical path .................. sky130_fd_sc_hd__clkdlybuf4s50_1
  Crit-path leading delay family .................. buffers and inverters
  Largest stage delay on the critical path .................. ~500 ps
  Type of origin of the critical path .................. input port
  Worst setup path class .................. in -> out
  Series of cell instances along the critical path .................. clkdlybuf4s50_1 -> inv_1 -> ha_1 -> nor2b_2 -> or4_4 -> nor2_4 -> nor3_2 -> o311a_1 -> or3_1 -> a31oi_1 -> clkdlybuf4s50_1
  Crit path DRT .................. 8560 ps

Logic synthesis
  Warning count from the yosys run .................. 1
  Synth Seq Share .................. 0
  Count leader, synth .................. sky130_fd_sc_hd__ha_1
  Synthesized area divided by synthesized cell count .................. roughly 6.4 sq um
  Post-Synthesis Cells .................. 355
  Yosys top cell area share .................. 0.263
  Count of instantiated cells in the yosys netlist .................. 355
  Summed instance area of the synthesized netlist .................. 0.00228 sq mm
  Library cell occupying the most area in the post-synthesis netlist .................. sky130_fd_sc_hd__ha_1
  Number of distinct standard cells referenced by the synthesized netlist .................. ~52
  Commonest cells post-synth .................. sky130_fd_sc_hd__ha_1, sky130_fd_sc_hd__inv_1, sky130_fd_sc_hd__a21oi_1, sky130_fd_sc_hd__nor2_1, sky130_fd_sc_hd__nand2_1
  Dominant cells by area after synthesis .................. sky130_fd_sc_hd__ha_1, sky130_fd_sc_hd__a21oi_1, sky130_fd_sc_hd__inv_1
  Yosys stat area .................. roughly 0.0023 sq mm

Final layout
  Flip-flops .................. 0
  Number of clock buffers in the layout .................. 0
  Tally of filler cells in the layout .................. between 800 and 900
  Fin cells .................. around 490
  Area Growth Syn to Fin .................. 24.7%
  Fraction of layout instances using a drive strength above 1 .................. 0.0309
  Comb gate area .................. roughly 0.0020 sq mm
  FF+latch area .................. 0 sq um

Global routing
  Global-route wire length before repair .................. roughly 9700 um
  Largest net degree at the start of global routing .................. 52
  Total Routing Usage GR .................. 0.151
  Antenna violations before repair .................. 0
  Via count of the first global-routing pass .................. 2097
  Final global-route overflow total .................. 0

Floorplan
  Floorplan die width .................. approximately 89 um
  Row Count .................. 31
  Count of pins on the block boundary .................. between 50 and 60
  Total Die Area .................. slightly below 0.008 sq mm
  Core outline area .................. around 0.0073 sq mm
  Effective utilization at floorplan .................. 0.313
  Die y size .................. 89.2 um

Placed design
  Post-Place Cells .................. 487
  Count of buffers from port buffering .................. just over 50
  Hpwl dp .................. around 4600 um
  Final weighted congestion in routability-driven placement .................. around 0.89

Clock network
  Buffers inserted by post-CTS timing repair .................. 0
  Number of buffers added to fix hold violations after cts .................. 0
  Total of cells resized after clock tree synthesis .................. 0

Pwr
  Areal power density over the cells .................. between 40 and 50 mW/mm^2
  Leakage component of the power .................. 1.29 nW
  Worst IR Drop VDD .................. 0.0000169 V

Flow run
  Tool warnings .................. between 60 and 70
  Number of maximum-capacitance constraint violations .................. 0

Drt
  DRT Wirelength .................. 5710 um
  WL/cell .................. between 10 and 15 um
  Number of violations reported at the end of detailed-routing iteration 0 .................. between 150 and 200
  DR pass1 iterations .................. 4
  Total DRC errors in the routed layout .................. 0
  Via-per-instance ratio .................. approximately 4.9
  Antenna Diode Count .................. 0
  Count of antenna-violating nets left after detailed routing .................. 0
  Via count .................. around 2400

Worst hold path
  Hold/Removal Path Class .................. in -> out
==> worst paths after layout <==
path / slack (ps) / startpoint / cells past startpoint / to
min: 5480 / i1[0] / 5 / o[0]
max: 3330 / i0[7] / 11 / o[10]
==> per-stage QoR <==
step | util | power, mW | setup slack (ps) | cell area (sq um)
6_report | 0.390 | 0.140 | 3330 | 2840
5_1_grt | 0.390 | 0.159 | 3060 | 2840
4_1_cts | 0.390 | 0.141 | 3320 | 2840
3_5_place_dp | 0.390 | 0.140 | 3310 | 2840
3_3_place_gp | 0.390 | 0.140 | 3370 | 2840
2_1_floorplan | - | 0.0885 | 4620 | 2280
==> power by group <==
part / internal [mW] / leakage, nW / switching (mW) / total (mW)
clock: 0 / 0 / 0 / 0
combinational: 0.0698 / 1.29 / 0.0701 / 0.140
sequential: 0 / 0 / 0 / 0
==> kinds of logic after synthesis <==
kind of cell,Yosys count,share of synthesized area
AND-OR/OR-AND,119,0.331
XOR/XNOR,9,0.0346
adder cells (fa/ha/maj),50,0.281
buffers and inverters,67,0.115
multiplexers,3,0.0143
AND/OR/NAND/NOR,107,0.224
==> cells in the final DEF, fill, tap and decap left out, types with 3 or more instances in the layout <==
cell / netlist / routed
sky130_fd_sc_hd__inv_2: 3 / 3
sky130_fd_sc_hd__o31ai_1: 4 / 4
sky130_fd_sc_hd__a21oi_1: 35 / 35
sky130_fd_sc_hd__a21o_1: 3 / 3
sky130_fd_sc_hd__nand3_1: 4 / 4
sky130_fd_sc_hd__a31oi_1: 8 / 8
sky130_fd_sc_hd__nor3_1: 8 / 8
sky130_fd_sc_hd__o21ai_0: 17 / 17
sky130_fd_sc_hd__a211oi_1: 10 / 10
sky130_fd_sc_hd__clkdlybuf4s50_1: 0 / 51
sky130_fd_sc_hd__nand2b_1: 5 / 5
sky130_fd_sc_hd__o21ai_1: 11 / 11
sky130_fd_sc_hd__nor2b_1: 6 / 6
sky130_fd_sc_hd__or3_1: 5 / 5
sky130_fd_sc_hd__xor2_1: 5 / 5
sky130_fd_sc_hd__nand4_1: 3 / 3
sky130_fd_sc_hd__o21bai_1: 3 / 3
sky130_fd_sc_hd__xnor2_1: 4 / 4
sky130_fd_sc_hd__nor2_1: 35 / 35
sky130_fd_sc_hd__o21a_1: 6 / 6
sky130_fd_sc_hd__o211ai_1: 5 / 5
sky130_fd_sc_hd__inv_1: 44 / 44
sky130_fd_sc_hd__nand2_1: 31 / 31
sky130_fd_sc_hd__ha_1: 48 / 48
==> final cells by class <==
cell class / count / area share
Inverter: 47 / 0.0621
Multi-Input combinational cell: 288 / 0.710
Tap cell: 99 / 0.0436
Timing Repair Buffer: 53 / 0.185
==> routing by layer <==
| layer | track usage | vias up | part of all wire |
|---|---|---|---|
| met5 | 0 | - | 0 |
| met2 | 0.259 | 42 | 0.45 |
| met3 | 0.000936 | 2 | 0.029 |
| li1 | - | 1303 | - |
| met4 | 0.00722 | 0 | 0.0032 |
| met1 | 0.226 | 1059 | 0.51 |
No activity file was given, so power comes from the tool's default toggle rates.
